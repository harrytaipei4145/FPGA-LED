### flow/design.v
`timescale 1ns / 1ps
module CNT(
    input BTN_SOUTH,
    input BTN_WEST,
    input BTN_EAST,
    input SW0,
    input SW1,
    input SW2,
    input SW3,
    input CLOCK,
    output reg LED0,
    output reg LED1,
    output reg LED2,
    output reg LED3,
    output reg LED4,
    output reg LED5,
    output reg LED6,
    output reg LED7
    );
    reg clock_new;
	 reg [29:0]counter;
	 reg [2:0]count;
	 reg [7:0]state;
	 always @(posedge CLOCK)
	 begin
		 if(counter==50000000)
			counter<=0;
		 else
		  counter<=counter+1;
	 end
	 always @(posedge CLOCK)
	 begin
		 if(counter==0)
			clock_new<=0;
		 else if(counter==25000000)
			clock_new<=1;
	 end
always @(posedge clock_new)begin
if(BTN_SOUTH==0 && SW0==1 && SW1==1)begin
if(count==6)
count<=0;
else
count<=count+1;
end
else
count<=0;
end
always @(posedge clock_new or posedge BTN_SOUTH)begin
if(BTN_SOUTH)begin
LED0<=0;
LED1<=0;
LED2<=0;
LED3<=0;
LED4<=0;
LED5<=0;
LED6<=0;
LED7<=0;
state<=0;
end
else if(BTN_SOUTH==0 && SW0==0)begin
LED0<=LED0;
LED1<=LED1;
LED2<=LED2;
LED3<=LED3;
LED4<=LED4;
LED5<=LED5;
LED6<=LED6;
LED7<=LED7;
end
else if(BTN_SOUTH==0 && SW0==1 && SW1==1)begin
case(count)
0:begin
LED0<=0;
LED1<=0;
LED2<=0;
LED3<=0;
LED4<=0;
LED5<=0;
LED6<=0;
LED7<=0;
state<=0;
end
1:begin
LED0<=0;
LED1<=1;
LED2<=0;
LED3<=0;
LED4<=0;
LED5<=0;
LED6<=0;
LED7<=0;
state<=2;
end
2:begin
LED0<=1;
LED1<=0;
LED2<=0;
LED3<=0;
LED4<=0;
LED5<=0;
LED6<=0;
LED7<=0;
state<=1;
end
3:begin
LED0<=1;
LED1<=0;
LED2<=0;
LED3<=0;
LED4<=0;
LED5<=0;
LED6<=0;
LED7<=0;
state<=1;
end
4:begin
LED0<=0;
LED1<=1;
LED2<=0;
LED3<=0;
LED4<=0;
LED5<=0;
LED6<=0;
LED7<=0;
state<=2;
end
5:begin
LED0<=0;
LED1<=1;
LED2<=1;
LED3<=0;
LED4<=0;
LED5<=0;
LED6<=0;
LED7<=0;
state<=6;
end
6:begin
LED0<=1;
LED1<=0;
LED2<=0;
LED3<=0;
LED4<=0;
LED5<=0;
LED6<=0;
LED7<=0;
state<=1;
end
endcase
end
else if(BTN_SOUTH==0 && SW0==1 && SW1==0 && SW2==1)begin
if(BTN_EAST==1 && BTN_WEST==0)begin
LED0<=state[1];
LED1<=state[2];
LED2<=state[3];
LED3<=state[4];
LED4<=state[5];
LED5<=state[6];
LED6<=state[7];
LED7<=state[0];
state[0]<=state[1];
state[1]<=state[2];
state[2]<=state[3];
state[3]<=state[4];
state[4]<=state[5];
state[5]<=state[6];
state[6]<=state[7];
state[7]<=state[0];
end
else if(BTN_EAST==0 && BTN_WEST==0)begin
LED0<=state[0];
LED1<=state[1];
LED2<=state[2];
LED3<=state[3];
LED4<=state[4];
LED5<=state[5];
LED6<=state[6];
LED7<=state[7];
end
else if(BTN_EAST==0 && BTN_WEST==1)begin
LED0<=state[7];
LED1<=state[0];
LED2<=state[1];
LED3<=state[2];
LED4<=state[3];
LED5<=state[4];
LED6<=state[5];
LED7<=state[6];
state[0]<=state[7];
state[1]<=state[0];
state[2]<=state[1];
state[3]<=state[2];
state[4]<=state[3];
state[5]<=state[4];
state[6]<=state[5];
state[7]<=state[6];
end
else if(BTN_EAST==1 && BTN_WEST==1)begin
LED0<=state[7];
LED1<=state[0];
LED2<=state[1];
LED3<=state[2];
LED4<=state[3];
LED5<=state[4];
LED6<=state[5];
LED7<=state[6];
state[0]<=state[7];
state[1]<=state[0];
state[2]<=state[1];
state[3]<=state[2];
state[4]<=state[3];
state[5]<=state[4];
state[6]<=state[5];
state[7]<=state[6];
end
end
else if(BTN_SOUTH==0 && SW0==1 && SW1==0 && SW2==0 && SW3==1)begin
if(BTN_EAST==1 && BTN_WEST==0)begin
if(state==0)
state<=0;
else
state<=state-1;
LED0<=state[0];
LED1<=state[1];
LED2<=state[2];
LED3<=state[3];
LED4<=state[4];
LED5<=state[5];
LED6<=state[6];
LED7<=state[7];
end
else if(BTN_EAST==0 && BTN_WEST==0)begin
LED0<=state[0];
LED1<=state[1];
LED2<=state[2];
LED3<=state[3];
LED4<=state[4];
LED5<=state[5];
LED6<=state[6];
LED7<=state[7];
end
else if(BTN_EAST==0 && BTN_WEST==1)begin
if(state==127)
state<=127;
else
state<=state+1;
LED0<=state[0];
LED1<=state[1];
LED2<=state[2];
LED3<=state[3];
LED4<=state[4];
LED5<=state[5];
LED6<=state[6];
LED7<=state[7];
end
else if(BTN_EAST==1 && BTN_WEST==1)begin
if(state==127)
state<=127;
else
state<=state+1;
LED0<=state[0];
LED1<=state[1];
LED2<=state[2];
LED3<=state[3];
LED4<=state[4];
LED5<=state[5];
LED6<=state[6];
LED7<=state[7];
end
end
else begin
LED0<=LED0;
LED1<=LED1;
LED2<=LED2;
LED3<=LED3;
LED4<=LED4;
LED5<=LED5;
LED6<=LED6;
LED7<=LED7;
end
end
endmodule
### flow/run.sh
#!/bin/bash
# OpenROAD 26Q1-2900-gdf79404cd8, Yosys 0.63+post, stock flow scripts
make -C /OpenROAD-flow-scripts/flow DESIGN_CONFIG=/design/flow/config.mk WORK_HOME=/design/flow/orfs finish
### flow/config.mk
export PLATFORM = sky130hd
export DESIGN_NAME = CNT
export DESIGN_NICKNAME = CNT
export VERILOG_FILES = /design/flow/design.v
export SDC_FILE = /design/flow/constraint.sdc
export NUM_CORES = 4
export LEC_CHECK = 1
export CORE_UTILIZATION = 40
### flow/constraint.sdc
current_design CNT

set clk_period 3.6
set clk_io_pct 0.2

create_clock -name clk0 -period $clk_period [get_ports {CLOCK}]

set non_clock_inputs [all_inputs -no_clocks]
set_input_delay [expr $clk_period * $clk_io_pct] -clock clk0 $non_clock_inputs
set_output_delay [expr $clk_period * $clk_io_pct] -clock clk0 [all_outputs]
==> impl_metrics.toml <==
# implementation run metrics
[outcome]
status = "completed"

[drt]
vias_per_cell = 5.50
wl_mm = 6.86
ant_nets = 0
drtPass1Iterations = 4
drt_iter0_drc = 149
vias = 2603
drc = 0
wl_per_cell_um = 14.5
num_antenna_cells = 0

[sta]
finalMaxSlewViolations = 0
slew_headroom_pct = 47.5
max_clock_freq_ghz = 0.519
rsz0062_at_grt = "false"
finalCriticalPeriod_ns = 1.93
untimed_endpoints = 27
worst_pin_slew_ns = 0.782
setup_viol = 0
unclocked_regs = 19
period_used_pct = 53.5
hold_viol_final = 0
finalSetupTns_ns = 0
skew_ns = 0.00549

[logic_synthesis]
top_area_share_pct = 22.2
synth_seq_share_pct = 35.3
ys_ff = 50
avgSynthCellArea_um2 = 8.35
common_cells = "nand2_1 (41), dfxtp_1 (34), nor2_1 (32), nand3_1 (23)"
yosysCellCount = 367
syn_area_um2 = 3070
most_common_cell = "nand2_1"
edf_count = 0
yosys_area_um2 = 3070
synthFlopType = "dfxtp_1"
synth.largest_area_cell = "dfxtp_1"
synthArstFlopShare_pct = 32.0
synthTopCellsByArea = "dfxtp_1 (22%), dfrtp_1 (13%), xor2_1 (5.1%), nand2_1 (5.0%), nor2_1 (3.9%)"
ys.warnings.count = 1
netlist_instances = 367
yosys.cell_types.count = 62

[floorplan]
die_w_um = 89.5
num_io_pins = 16
dieArea_um2 = 8020
initCoreUtil_pct = 41.8
rows = 31
die_h_um = 89.5
core_area_um2 = 7330

[finish]
finalInstanceArea_um2 = 3370
drive_gt1_share_pct = 6.42
num-fill-cells = 697
area_growth_syn_to_layout_pct = 9.92
ff_latch_area_um2 = 1080
combGateArea_um2 = 1840

[placed_design]
placed_area_um2 = 3270
gp_congestion = 0.852
hpwl_mm = 4.94
place.port_buffers = 15

[clock_tree]
insertion_delay_ns = 0.28
hold_buffers = 0
cts_buffers = 5
clkTransAtPathRegs_ns = 0.07
post-cts-setup-buffers = 0
clock_path_buffers = 2
cts_tree = "yes"
cts-root-buf = "clkbuf_8"
cts_resized = 0
htree_levels = 2

[setup_path]
startpoint_type = "flip-flop"
crit_path_max_incr_delay_ns = 0.66
crit_required_ns = 3.75
cp.arrival_ns = 2.07
path_cells = "nand4_1 -> nor4_4 -> nand3_1 -> xor2_1 -> nor2_1"
cp_top_family = "simple AND/OR/NAND/NOR gates"
cp_max_fo = 9
crit_buf_inv = 0
path_class = "flip-flop to flip-flop"
worst_path_max_delay_cell = "nor4_4"
critPathCaptureType = "flip-flop"

[grt]
grt_pass1_wl_mm = 11.3
grt_pass1_vias = 2222
grt-ovfl-total = 0
grt_max_degree = 21
antenna_found_initial = 0
grt_util_all_layers_pct = 18.4

[run]
drv_cap = 0
warnings = 31

[pwr]
ir_drop_uv = 164
power_density_nw_per_um2 = 213
leakagePower_nw = 1.29

[min_path]
hold_path_class = "flip-flop to flip-flop"
-- area by class of cell --
| class | count | area share (%) |
|---|---|---|
| well taps | 99 | 3.68 |
| clock buffers | 8 | 2.97 |
| flip-flops and latches | 50 | 32.1 |
| repair buffers | 18 | 5.12 |
| inverters | 15 | 1.67 |
| multi-input cells | 283 | 54.5 |
-- layer usage --
metal  routed length, µm  GRT usage [%]
met1                3730           33.1
met2                2720           24.4
met3                 357           2.25
met4                  55           1.88
met5                   0              0
-- flip-flops by register name, indices dropped and copies added, names as in the netlist --
name,flops
clock_new,1
LED7,1
LED2,1
LED4,1
counter,30
count,3
LED6,1
state,8
LED5,1
LED0,1
LED3,1
LED1,1
-- worst reg2reg max path: stages (launching register included) --
cell	delay (ns)
dfxtp_1	0.42
nand4_1	0.31
nor4_4	0.66
nand3_1	0.19
xor2_1	0.16
nor2_1	0.05
-- power by group --
group | total, W | internal, W | leakage (nW) | switching (W)
clock network | 0.000297 | 0.000174 | 0.0515 | 0.000123
logic | 0.0000758 | 0.0000298 | 0.755 | 0.0000460
registers | 0.000343 | 0.000343 | 0.479 | 0
total | 0.000717 | 0.000548 | 1.29 | 0.000169
-- kinds of logic (layout without fill, tap and decap cells) --
| family | Yosys count | after routing | synth area share, % |
|---|---|---|---|
| muxes | 3 | 3 | 0.980 |
| DFF | 50 | 50 | 35.3 |
| AOI/OAI and AO/OA | 75 | 75 | 17.1 |
| and+or+nand+nor | 165 | 165 | 29.2 |
| buffers and inverters | 34 | 41 | 4.86 |
| xor gates and xnor gates | 31 | 31 | 8.86 |
| adders and majority gates | 9 | 9 | 3.67 |
-- placed cells by master, fill, tap and decap left out, types with 4 or more instances in the layout --
cell type,count
xnor2_1,13
a21oi_1,18
and3_1,7
nor3_1,12
a31oi_1,6
and4_1,4
ha_1,9
o22ai_1,6
nand3_1,23
nor4_1,6
nor2b_1,4
nand2_1,41
clkbuf_8,7
xor2_1,18
o21ai_0,17
dfxtp_1,34
nand4_1,9
clkdlybuf4s50_1,15
nand2b_1,5
inv_1,15
nor2_1,32
dfrtp_1,16
-- through the flow --
step	hold WS, ns	setup slack (ns)	utilization (%)	instances	power, W
final	0.481	1.67	46.0	473	0.000717
after global routing	0.503	1.56	46.0	473	0.000749
after CTS	0.477	1.69	46.0	473	0.000723
after detailed placement	0.461	1.71	44.6	465	0.000426
after global placement	0.450	1.69	44.6	465	0.000426
after floorplan	0.432	1.94	-	367	0.000400
-- final timing paths --
| kind | depth (start not counted) | endpoint | from | slack [ns] |
|---|---|---|---|---|
| setup / recovery | 5 | counter[20] | counter[2] | 1.67 |
| setup reg to reg | 5 | counter[20] | counter[2] | 1.67 |
| hold reg to reg | 1 | counter[29] | counter[29] | 0.48 |
| hold / removal | 1 | counter[29] | counter[29] | 0.48 |
No activity file was given, so power comes from the tool's default toggle rates.
